### design.v
module fifo (data_i, write_i, read_i, full_o, empty_o, data_o, clk, rst_n,counter,counter_read,counter_write);
parameter DWIDTH = 8, FDEPTH = 5;
input wire [DWIDTH-1:0] data_i;
input wire write_i, read_i;
output wire full_o, empty_o;
output reg [DWIDTH-1:0] data_o;
input wire clk, rst_n;
reg [DWIDTH-1:0] mem [FDEPTH-1:0];  
output reg [2:0] counter_write,counter_read;
output reg [2:0] counter;
assign full_o = (counter == 3'd4)?1:0;
assign empty_o = (counter == 3'd0)?1:0;
always@(*) begin
    if(!rst_n)
    begin
        mem[0] = 0;
        mem[1] = 0;
        mem[2] = 0;
        mem[3] = 0;
        mem[4] = 0;
    end
    else
    begin
        if (write_i == 1 && read_i == 0)
        begin
            mem[counter_write] = data_i;
        end
        else if (write_i == 0 && read_i == 1)
        begin
            data_o = mem[counter_read];
        end
        else if (write_i == 1 && read_i == 1)
        begin
            if(counter == 3'd0)
            begin
                data_o = data_i;
            end
            else
            begin
                data_o = mem[counter_read];
                mem[counter_write] = data_i;
            end
        end
    end
end
always @(posedge clk, negedge rst_n) begin
    if (!rst_n)
    begin
        counter <= 3'd0;
        counter_read <= 3'd0;
        counter_write <= 3'd0;
    end
    else
    begin
        if (write_i == 0 && read_i == 0) 
        begin
            counter <= counter;
        end
        else if (write_i == 1 && read_i == 0)
        begin
            counter_write <= (counter_write == 3'd4)?0:counter_write+3'd1;
            counter <= counter + 3'd1;
        end
        else if (write_i == 0 && read_i == 1)
        begin
            counter_read <= (counter_read == 3'd4)?0:counter_read+3'd1;
            counter <= counter - 3'd1;
        end
        else if (write_i == 1 && read_i == 1)
        begin
            counter_write <= (counter_write == 3'd4)?0:counter_write+3'd1;
            counter_read <= (counter_read == 3'd4)?0:counter_read+3'd1;
        end
        else
        begin
            counter <= counter;
            counter_read <= counter_read;
            counter_write <= counter_write;
        end
    end
end
endmodule
module path(clk, rst_n, data1_i, data2_i, valid1_i, valid2_i, data_o, req_o, gnt_i, stop1_o, stop2_o, valid_o);
parameter DWIDTH = 8;
parameter FDEPTH = 5;
input clk;
input rst_n;
input [DWIDTH-1:0] data1_i;
input [DWIDTH-1:0] data2_i;
input valid1_i;
input valid2_i;
input gnt_i;
output req_o;
output stop1_o;
output stop2_o;
output reg [DWIDTH-1:0] data_o;
output reg valid_o;
wire [2:0] counter_read,counter_write;
wire [DWIDTH-1:0] fifo_o;
wire full, empty, valid_i, almost_full;
wire bypass;
wire read_i, write_i;
reg [DWIDTH-1:0] data_i;
reg master1,master2;
reg [3:0] counter_1,counter_2;
assign bypass = (empty && gnt_i && valid_i);
assign valid_i = (valid1_i || valid2_i); 
assign req_o = (valid_i || !empty); 
assign read_i = (gnt_i && !empty);  
assign write_i = (valid_i && !bypass); 
assign stop1_o = (full && !gnt_i)?1 :(master1)?0:1;
assign stop2_o = (full && !gnt_i)?1 :(master2)?0:1;
always@(*)
begin
    if (valid1_i  == 1)
        data_i = data1_i;
    else if (valid2_i == 1)
        data_i = data2_i;
end
always@(posedge clk, negedge rst_n)	
begin
    if (!rst_n) 
    begin
        data_o <= 0;
        valid_o <= 0;
	end 
    else 
    begin
        valid_o <= (read_i || bypass);
        if (bypass)
        begin
            if (valid1_i)
                data_o <= data1_i;
            if (valid2_i)
                data_o <= data2_i;
        end
        else
            data_o <= fifo_o;
    end
end
always@(posedge clk, negedge rst_n)	
begin
    if(!rst_n)
    begin
        counter_1 <= 4'd0;
        counter_2 <= 4'd0;
        master1 <= 1;
        master2 <= 0;
    end
    else
    begin    
        if (counter_1 == 4'd9 && valid1_i == 1)
        begin
            counter_1 <= 4'd0;
            master2 <= 1;
            master1 <= 0;
        end
        else if (counter_2 == 4'd9 && valid2_i == 1)
        begin
            counter_2 <= 4'd0;
            master1 <= 1;
            master2 <= 0;
        end
        else
        begin
            if (valid1_i == 1)
                counter_1 <= counter_1 + 4'd1;
            else if (valid2_i == 1)
                counter_2 <= counter_2 + 4'd1;
            else
            begin
                counter_1 <= counter_1;
                counter_2 <= counter_2;
            end
        end
	end
end
fifo fifo_inst (.data_i(data_i), .write_i(write_i), .read_i(read_i),
                .full_o(full), .empty_o(empty),
                .data_o(fifo_o), .clk(clk), .rst_n(rst_n));
endmodule
### constraint.sdc
current_design path

set clk_period 2.3
set clk_io_pct 0.2

create_clock -name clk0 -period $clk_period [get_ports {clk}]

set non_clock_inputs [all_inputs -no_clocks]
set_input_delay [expr $clk_period * $clk_io_pct] -clock clk0 $non_clock_inputs
set_output_delay [expr $clk_period * $clk_io_pct] -clock clk0 [all_outputs]
### config.mk
export PLATFORM = sky130hd
export DESIGN_NAME = path
export DESIGN_NICKNAME = path
export VERILOG_FILES = /design/flow/design.v
export SDC_FILE = /design/flow/constraint.sdc
export NUM_CORES = 4
export LEC_CHECK = 1
export CORE_UTILIZATION = 40
### run.sh
#!/bin/bash
# OpenROAD 26Q1-2900-gdf79404cd8, Yosys 0.63+post, stock flow scripts
make -C /OpenROAD-flow-scripts/flow DESIGN_CONFIG=/design/flow/config.mk WORK_HOME=/design/flow/orfs finish
==> impl_metrics.env <==
# yosys + openroad results
export IMPL_status="finished clean"
export IMPL_required_ns=1.84
export IMPL_pwr_density_cell_mw_per_mm2=895
export IMPL_cap_viol_max_count=0
export IMPL_hold_path_class="in2async"
export IMPL_num_antenna_cells=0
export IMPL_ir_drop_uv=666
export IMPL_hold_viol=0
export IMPL_untimed_endpoints=56
export IMPL_rsz0062_at_grt="false"
export IMPL_yosysTopAreaCell="dlxtn_1"
export IMPL_antenna_found_initial=0
export IMPL_slowest_stage="or4b_4"
export IMPL_p_leak_nw=1.62
export IMPL_root_buffer="clkbuf_8"
export IMPL_clk_insertion_delay_late_ns=0.28
export IMPL_total_power_mw=3.22
export IMPL_die_y_um=89.0
export IMPL_core_area_sq_mm=0.00729
export IMPL_pin_count=33
export IMPL_grt_usage_pct=17.1
export IMPL_drtAntennaViolNets=0
export IMPL_htree_levels=1
export IMPL_wl_per_cell_um=13.8
export IMPL_row_count=31
export IMPL_ys_sh_aoi_pct=14.7
export IMPL_grt_pass1_wl_mm=10.1
export IMPL_warnings=35
export IMPL_flop_cell="dlxtn_1"
export IMPL_unclocked_regs=56
export IMPL_arrival_ns=1.77
export IMPL_clk_pin_slew_ns=0.11
export IMPL_final_core_util_pct=49.3
export IMPL_cp_start_kind="flip-flop"
export IMPL_drc=0
export IMPL_first_pass_iters=4
export IMPL_ys_area_sq_mm=0.00303
export IMPL_slew_viol_final=0
export IMPL_hpwl_mm=4.35
export IMPL_crit_fanout=5
export IMPL_synth_warning_count=3
export IMPL_topCombFamilyByArea="AND-OR/OR-AND gates"
export IMPL_numSynthFlops=84
export IMPL_cpPeakStageDelay_ns=0.53
export IMPL_chipArea_sq_mm=0.00793
export IMPL_numPortBuffers=32
export IMPL_drtIter0Drc=65
export IMPL_finalClockPeriodUsage_pct=97.1
export IMPL_setup_viol=0
export IMPL_setup_worst_path_end_class="output pin"
export IMPL_vias=2120
export IMPL_worst_slew_pin_slew_ns=0.796
export IMPL_synth_top_area_share_pct=27.7
export IMPL_holdBufCountCts=0
export IMPL_postSynthAreaPerCell_sq_um=10.2
export IMPL_fp_util_pct=41.6
export IMPL_gp_congestion=0.843
export IMPL_synthXorXnorAreaFrac_pct=1.16
export IMPL_crit_type="reg2out"
export IMPL_ys_cells=296
export IMPL_cts_tree="done"
export IMPL_cts_buffers=3
export IMPL_die_x_um=89.0
export IMPL_topCellsByArea="dlxtn_1 28%, dfrtp_1 22%, ha_1 7.0%"
export IMPL_syn_inst=296
export IMPL_synthesis_area_sq_mm=0.00303
export IMPL_first_global_vias=2128
export IMPL_crit_path_cell_trace="or4b_4 -> nand2_1 -> clkdlybuf4s50_1"
export IMPL_grt_max_degree=38
export IMPL_relSlewSlack_pct=47.0
export IMPL_postSynth_asyncResetShare_pct=33.3
export IMPL_grt_remaining_overflow=0
export IMPL_area_delta_synth_final_pct=18.7
export IMPL_enable_flop_cells=0
export IMPL_vias_per_cell=4.91
export IMPL_fa_ha_area_share_pct=7.68
export IMPL_max_freq_mhz=448
export IMPL_routed_wl_mm=5.98
export IMPL_skew_ns=0.00532
export IMPL_simple_gate_share_pct=12.5
export IMPL_mux_share_pct=9.00
export IMPL_cts_path_max_buffers=2
export IMPL_drive_above_1_share_pct=14.1
export IMPL_period_needed_ns=2.23
export IMPL_ys_types=44
## cell families (layout without fill, tap and decap cells)
group | count (synthesis) | after routing
AND-OR/OR-AND | 65 | 65
latches | 56 | 56
multiplexers | 26 | 26
buffers and inverters | 28 | 65
XOR/XNOR | 4 | 4
AND/OR/NAND/NOR | 71 | 71
adder cells (fa/ha/maj) | 18 | 18
flip-flops | 28 | 28
## worst max-delay path, delay by kind of cell, from the launching register on
family	cells	cell delay [ns]
simple gates	2	0.60
flops	1	0.45
buf+inv	1	0.45
## final timing paths
check / start / endpoint / slack, ns / cells past startpoint
min: rst_n / data_o[3] / 0.24 / 1
max: fifo_inst.counter[1] / stop1_o / 0.07 / 3
max in group asynchronous: rst_n / fifo_inst.counter[1] / 1.49 / 1
min in group clk0: master1 / master1 / 0.47 / 2
max reg2reg: fifo_inst.counter[0] / fifo_inst.counter[2] / 0.28 / 8
min reg2reg: master1 / master1 / 0.47 / 2
## cell type report
class | instances | area [sq um]
multi-input combinational | 184 | 1380
sequential | 84 | 1550
fill | 695 | 3690
clock buffer | 3 | 41.3
clock inverter | 1 | 30.0
timing repair buffer | 47 | 427
tap | 99 | 124
inverter | 14 | 52.6
## placed cells by master, fill, tap and decap left out, types with 2 or more instances in the layout
cell             netlist  final
dlxtn_1               56     56
clkdlybuf4s50_1        0     30
nand2_1               30     29
o21ai_0               28     28
dfrtp_1               27     25
ha_1                  17     17
mux2i_1               16     16
buf_4                  1     15
inv_1                 14     14
mux2_2                10     10
and2_1                 9      9
a32oi_1                8      8
nand3_1                7      7
a22oi_1                7      7
nor2_1                 5      4
nand4_1                4      4
a21oi_1                5      4
a22o_1                 3      3
o21ai_1                3      3
a21boi_2               3      3
xor2_1                 3      3
nand4b_1               3      3
clkbuf_8               0      3
nor2_2                 1      2
o211ai_1               2      2
o21a_1                 2      2
nand3b_1               2      2
dfrtp_2                0      2
## synthesized netlist by cell type, types with 7 or more instances
cell type / instances
o21ai_0: 28
mux2i_1: 16
inv_1: 14
a22oi_1: 7
and2_1: 9
a32oi_1: 8
dlxtn_1: 56
mux2_2: 10
nand3_1: 7
dfrtp_1: 27
ha_1: 17
nand2_1: 30
buf_2: 10
## through the flow
| stage | hold WS (ns) | setup TNS [ns] | instance area (sq um) | std cells | worst slack, ns |
|---|---|---|---|---|---|
| final | 0.243 | 0 | 3600 | 432 | 0.0677 |
| after global routing | 0.296 | 0 | 3600 | 432 | 0.00118 |
| after global placement | 0.455 | -0.407 | 3500 | 426 | -0.204 |
| after floorplan | 0.164 | 0 | 3030 | 296 | 0.0882 |
| after detailed placement | 0.460 | -0.398 | 3500 | 426 | -0.198 |
| after CTS | 0.266 | 0 | 3580 | 430 | 0.0142 |
## state kept, by name, summed over array words and instances (netlist names)
signal / cells
master2: 1
counter_2: 4
valid_o: 1
counter_1: 4
fifo_inst.counter: 3
master1: 1
fifo_inst.mem: 40
fifo_inst.counter_read: 3
fifo_inst.counter_write: 3
data_i: 8
data_o: 8
fifo_inst.data_o: 8
## power breakdown
part           internal (mW)  switching [mW]  leakage [nW]
combinational          0.791           0.869         0.797
sequential             0.970           0.187         0.784
clock                  0.233           0.170        0.0357
## layer usage
| metal | global-route usage, % | part of all wire, % | vias up | wire length [um] |
|---|---|---|---|---|
| li1 | - | - | 1099 | - |
| met4 | 0.866 | 0.64 | 0 | 38 |
| met5 | 0 | 0 | - | 0 |
| met3 | 1.59 | 2.4 | 2 | 145 |
| met1 | 26.1 | 49 | 994 | 2960 |
| met2 | 29.2 | 47 | 25 | 2840 |
## what timing repair did
| item | in CTS | in global routing |
|---|---|---|
| setup endpoints to repair | 2 | 3 |
| gates resized | 3 | 3 |
| pin swaps | 2 | 1 |
| setup buffers | 0 | 2 |
Power figures rest on the tool's default switching activity, not on a simulated workload.
