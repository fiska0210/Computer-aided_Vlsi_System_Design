==> flow/design.v <==
module alu(
             clk_p_i,
             reset_n_i,
             data_a_i,
             data_b_i,
             inst_i,
             data_o
             );
      input           clk_p_i;
      input           reset_n_i;
      input   [7:0]   data_a_i;
      input   [7:0]   data_b_i;
      input   [2:0]   inst_i;
      output reg  [15:0]  data_o;
      reg     [15:0]   ALU_d2_w;
      reg     [7:0]    data_a_d1_r;
      reg     [7:0]    data_b_d1_r;
      reg     [2:0]    inst_d1_r;
      always@(*)
      begin
          case(inst_d1_r)
            3'b000:    ALU_d2_w = {{8{data_a_d1_r[7]}},data_a_d1_r} + {{8{data_b_d1_r[7]}},data_b_d1_r};  
            3'b001:    ALU_d2_w = {{8{data_b_d1_r[7]}},data_b_d1_r} - {{8{data_a_d1_r[7]}},data_a_d1_r};  
            3'b010:    ALU_d2_w = {{8{data_a_d1_r[7]}},data_a_d1_r} * {{8{data_b_d1_r[7]}},data_b_d1_r};  
            3'b011:    ALU_d2_w = data_a_d1_r & data_b_d1_r;  
            3'b100:    ALU_d2_w = data_a_d1_r ^ data_b_d1_r;  
            3'b101:
            begin
                if(data_a_d1_r[7] == 1)
                    ALU_d2_w = ~({{8{data_a_d1_r[7]}},data_a_d1_r})+16'd1;
                else   
                    ALU_d2_w = {{8{data_a_d1_r[7]}},data_a_d1_r};
            end
            3'b110:    ALU_d2_w = (data_a_d1_r + data_b_d1_r) >> 1;
            3'b111:    ALU_d2_w = (data_b_d1_r % data_a_d1_r);
            default:   ALU_d2_w = ALU_d2_w;
          endcase
      end
      always@(posedge clk_p_i or negedge reset_n_i)
      begin
          if (reset_n_i == 1'b0)
          begin
            data_o <= 16'd0;
            data_a_d1_r <= 8'd0;
            data_b_d1_r <= 8'd0;
            inst_d1_r <= 3'd0;
          end
          else
          begin
            data_a_d1_r <= data_a_i;
            data_b_d1_r <= data_b_i;
            inst_d1_r <= inst_i;
            data_o <= ALU_d2_w;
          end
      end
endmodule
==> flow/run.sh <==
#!/bin/bash
# OpenROAD 26Q1-2900-gdf79404cd8, Yosys 0.63+post, stock flow scripts
make -C /OpenROAD-flow-scripts/flow DESIGN_CONFIG=/design/flow/config.mk WORK_HOME=/design/flow/orfs finish
==> flow/config.mk <==
export PLATFORM = sky130hd
export DESIGN_NAME = alu
export DESIGN_NICKNAME = alu
export VERILOG_FILES = /design/flow/design.v
export SDC_FILE = /design/flow/constraint.sdc
export NUM_CORES = 4
export LEC_CHECK = 1
export CORE_UTILIZATION = 50
==> flow/constraint.sdc <==
current_design alu

set clk_period 12.5
set clk_io_pct 0.2

create_clock -name clk0 -period $clk_period [get_ports {clk_p_i}]

set non_clock_inputs [all_inputs -no_clocks]
set_input_delay [expr $clk_period * $clk_io_pct] -clock clk0 $non_clock_inputs
set_output_delay [expr $clk_period * $clk_io_pct] -clock clk0 [all_outputs]
==> impl_metrics.yaml <==
# implementation run metrics
outcome:
  status: "finished, violations left"
  violations: "setup timing"
clocking:
  root_buffer: "clkbuf_16"
  clk_pin_slew_ps: 60
  cts_max_level: 2
  numCtsBuffers: 5
  cts_tree: "done"
  cts.sinks: 35
  clk_path_buf_depth: 2
  clock_latency_ps: 290
  ctsHoldBuffers: 0
place:
  dp_cells: 2043
  dpl-instance-area_um2: 14800
  port_buffers: 36
  hpwl_um: 27500
  gp_congestion: 0.953
  place_worst_setup_slack_ps: -13790
global_route:
  antenna_found_initial: 1
  globalRoute.totalOverflow: 0
  grt_first_pass_wirelength_um: 62100
  grt_pass1_vias: 12200
  grt_use_total_pct: 36.4
  grt_max_degree: 36
route:
  totalWireLength_um: 40000
  num_vias: 12800
  viasPerCell: 5.76
  drc: 0
  postRouteAntennaNets: 0
  drtIter0Drc: 754
  wire_per_inst_um: 18.1
  drt_pass1_iterations: 7
floorplan:
  fp.coreArea_um2: 21000
  io_pins: 37
  die_area_um2: 22000
  fp_util_pct: 50.9
  fp-row-count: 53
  fp.dieH_um: 148
  die_x_um: 148
worst_setup_path:
  worstPathMaxFanout: 6
  r2r-start: "data_b_d1_r[6]"
  slowest_delay_ps: 540
  reg2reg_depth: 150
  cp_slowest_cell: "or4_4"
  cp-start-kind: "register"
  cp.arrival_ps: 26170
  cp_common_cell: "buf_4"
  end_kind: "register"
  required_ps: 12680
  rrSetupSlack_ps: -13490
  criticalPathCategory: "reg -> reg"
  reg2reg_to: "data_o[11]"
synthesis:
  yosys_warnings: 1
  postSynthSeqShare_pct: 8.18
  synth-edff-count: 0
  syn_avg_cell_area_um2: 7.91
  syn-cell-area_um2: 10700
  yosys_area_um2: 10700
  synthFlopType: "dfrtp_1"
  synth_cell_types: 99
  yosysCellCount: 1354
  postSynth.asyncResetShare_pct: 100
  numSynthFlops: 35
  postSynthCellCount: 1354
finish:
  final_cells: 2217
  syn_to_final_growth_pct: 58.3
  final_cell_area_um2: 17000
  fill_cells: 1286
  layout-drive-gt1-share_pct: 41.9
  seqCellArea_um2: 878
  comb_area_um2: 10400
sta:
  relSlewSlack_pct: 31.8
  worst_slew_pin_slew_ps: 1020
  layout_setup_ws_ps: -13490
  setup_viol: 16
  finalMaxSlewViolations: 0
  min_period_over_period_pct: 208
  worst_hold_slack_ps: 918
  skew_ps: 3.91
  hold_viol_final: 0
  rsz0062_at_grt: "true"
  fmax_mhz: 38.5
  fin_crit_ps: 25990
worst_hold_path:
  hold_end: "data_o[6]"
  worstHoldStart: "inst_d1_r[1]"
  hp-class: "reg -> reg"
  holdPathStages: 3
run:
  maxCapViolations: 0
  openroad.warnings: 40
cell usage in the layout (no fill, tap or decap), types with 36 or more instances in the layout:
cell type / Yosys / final
nor2_1: 128 / 115
nor3_1: 58 / 46
a21o_1: 36 / 36
fa_1: 58 / 57
o21a_1: 45 / 42
xnor2_1: 51 / 51
buf_4: 3 / 563
a21oi_1: 86 / 70
inv_1: 96 / 89
ha_1: 149 / 129
nand2_1: 93 / 87
what timing repair did:
action,in CTS,in global routing
pin swaps,119,67
gates cloned,1,0
resized,93,49
buffers inserted,141,24
setup endpoints to repair,16,16
hold endpoints to repair,0,0
cells by family (layout without fill, tap and decap cells):
family	count (synthesis)	count (layout)	share of synthesized area, %
XOR/XNOR	81	81	6.62
multiplexers	48	48	4.98
AND-OR/OR-AND	394	395	26.0
other	1	9	0.0350
adder cells (fa/ha/maj)	208	208	28.3
flip-flops	35	35	8.18
buffers and inverters	149	728	5.50
AND/OR/NAND/NOR	438	438	20.3
sequential cells by signal, indices dropped and copies added, names as in the netlist:
name         count
data_a_d1_r      8
data_b_d1_r      8
data_o          16
inst_d1_r        3
layout make-up:
cell class	instances	area share, %
timing repair buffer	617	28.4
multi-input combinational	1178	61.1
tap	275	2.03
clock buffer	6	0.819
antenna	1	0.0148
sequential	35	5.18
inverter	103	2.30
clock inverter	2	0.207
synthesized netlist by cell type, types with 35 or more instances:
master / n / area [µm²]
inv_1: 96 / 360
dfrtp_1: 35 / 876
xnor2_1: 51 / 447
nand2_1: 93 / 349
o21a_1: 45 / 338
a21oi_1: 86 / 430
nor3_1: 58 / 290
nor2_1: 128 / 480
fa_1: 58 / 1160
a21o_1: 36 / 270
ha_1: 149 / 1860
o21ai_0: 50 / 250
worst max-delay path: cells and delay by family, from the launching register on:
kind	cells	cell delay (ps)
AND/OR/NAND/NOR	31	5220
buffers and inverters	44	5270
multiplexers	5	1180
adder cells (fa/ha/maj)	14	3780
AND-OR/OR-AND	56	9980
flip-flops	1	380
per-layer routing:
| metal | vias to the layer above | global-route usage, % | wire length, µm |
|---|---|---|---|
| li1 | 6138 | - | - |
| met1 | 6027 | 53.2 | 18100 |
| met2 | 514 | 54.7 | 17200 |
| met3 | 92 | 9.42 | 3610 |
| met4 | 0 | 8.40 | 1120 |
| met5 | - | 0.455 | 0 |
worst max path at each step:
| stage | startpoint | endpoint | slack, ps | depth (start not counted) |
|---|---|---|---|---|
| global route | data_b_d1_r[6] | data_o[3] | -14610 | 143 |
| finish | data_b_d1_r[6] | data_o[11] | -13490 | 150 |
| CTS | data_b_d1_r[1] | data_o[11] | -12680 | 137 |
per-stage QoR:
stage	setup TNS [ps]	util [%]
6_report	-214030	80.7
5_1_grt	-232690	80.7
4_1_cts	-201830	78.6
3_5_place_dp	-219250	70.4
3_3_place_gp	-213430	70.4
2_1_floorplan	-219840	-
